File: design.v
`timescale 1ns / 1ps
module tick(
    input my_clk_25m,
    input [12:0] pixel_index,
    output reg [15:0] oled_color,
    input flip
    );
    reg [6:0] coordinate_x;
    reg [5:0] coordinate_y; 
    always @(posedge my_clk_25m) begin
        if (!flip) begin
            coordinate_x  = pixel_index % 96;   
            coordinate_y  = pixel_index / 96;   
        end
        else begin
            coordinate_x = 95 - (pixel_index % 96);  
            coordinate_y = 63 - (pixel_index / 96);  
        end
        oled_color = (
            ((coordinate_x >= coordinate_y + 9) && (coordinate_x <= coordinate_y + 14) &&
             (coordinate_x >= 10) && (coordinate_x <= 48) && (coordinate_y >= 10) && (coordinate_y <= 32)) ||
            ((coordinate_x >= 80 - coordinate_y + 9) && (coordinate_x <= 80 - coordinate_y + 14) &&
             (coordinate_x >= 48) && (coordinate_x <= 86) && (coordinate_y >= 32) && (coordinate_y <= 54))
        ) ? 16'b00000_111111_00000 : 16'b00000_000000_00000;
        if (coordinate_x > 10 && coordinate_x <= 85 && coordinate_y >= 10 && coordinate_y <=54) begin
            if ((coordinate_x + 4 == coordinate_y - 10) || (coordinate_x == 94 - coordinate_y)) begin
                oled_color = 16'b00000_111111_00000;
            end
            else begin
                oled_color = 16'b00000_000000_00000;
            end
        end
        else begin 
            oled_color = 16'b00000_000000_00000;
        end
    end
endmodule
File: config.mk
export PLATFORM = sky130hd
export DESIGN_NAME = tick
export DESIGN_NICKNAME = tick
export VERILOG_FILES = /design/flow/design.v
export SDC_FILE = /design/flow/constraint.sdc
export NUM_CORES = 4
export LEC_CHECK = 1
export CORE_AREA = 10 10 98 98
export DIE_AREA = 0 0 108 108
File: run.sh
#!/bin/bash
# OpenROAD 26Q1-2900-gdf79404cd8, Yosys 0.63+post, stock flow scripts
make -C /OpenROAD-flow-scripts/flow DESIGN_CONFIG=/design/flow/config.mk WORK_HOME=/design/flow/orfs finish
File: constraint.sdc
current_design tick

set clk_period 8.4
set clk_io_pct 0.2

create_clock -name clk0 -period $clk_period [get_ports {my_clk_25m}]

set non_clock_inputs [all_inputs -no_clocks]
set_input_delay [expr $clk_period * $clk_io_pct] -clock clk0 $non_clock_inputs
set_output_delay [expr $clk_period * $clk_io_pct] -clock clk0 [all_outputs]
==> reports/qor.yml <==
status:
  outcome: "complete, no violations"
sta:
  rsz0062_at_grt: "false"
  worst-slew-pin-transition_ns: 0.583
  slew-limit-headroom_pct: 60.9
  final_max_slew_viol_count: 0
  finalCritPeriodShare_pct: 81.6
  tns_ns: 0
  layout_min_cycle_time_ns: 6.85
  setup_violations: 0
  fmax_mhz: 146
  hold_slack_ns: 2.43
  hold_viol: 0
worst_setup_path:
  cp-start-kind: "primary input"
  cp_data_required_time_ns: 8.32
  cp_data_arrival_time_ns: 6.77
  end_kind: "flip-flop"
  worst-setup-path-type: "in2reg"
  path_max_fanout: 16
place:
  placed_cell_area_um2: 1840
  dp_hpwl_um: 3320
  gp_congestion: 0.894
  io_buffers: 20
grt:
  grt-ovfl-total: 0
  grt_max_degree: 20
  grt_pass1_vias: 1467
  grt_use_total_pct: 6.96
  grt_antenna_before_repair: 0
  grt_first_pass_wirelength_um: 7100
floorplan:
  die-area_um2: 11700
  fp_util_pct: 21.4
  num_rows: 32
  ios: 31
  die_w_um: 108
  die_h_um: 108
  core-area_um2: 7650
synthesis:
  syn-cell-area_um2: 1630
  yosys-stat-cells: 236
  avgSynthCellArea_um2: 6.92
  ys_seq_share_pct: 1.23
  async_flop_share_pct: 0
  ys_ff: 1
  yosys_area_um2: 1630
  yosys_most_used_dff: "dfxtp_1"
  yosys_warnings: 1
  syn_inst: 236
  ys_types: 64
  edf_count: 0
clock_tree:
  clk_pin_slew_worst_paths_ns: 0
  cts_setup_buffers: 0
  cts_hold_buffers: 0
  post_cts_resized: 0
route:
  drt_first_pass_iters: 4
  num_antenna_cells: 0
  via_count: 1618
  drc: 0
  ant_nets: 0
  vias_per_cell: 4.76
  drtIter0Drc: 94
  wl_um: 4140
  wl_per_cell_um: 12.2
pwr:
  power_frac_clock_pct: 0
  p_comb_share_pct: 96.9
  power_density_nw_per_um2: 93.2
  pwr-share-seq_pct: 3.1
  p_sw_mw: 0.0939
  ir_drop_mv: 0.0315
  p_int_mw: 0.0776
  power.leakage_nw: 0.628
  switching_share_pct: 54.8
final_layout:
  largest_reg_flops: 1
  final_cell_area_um2: 1840
  fillers: 831
  drive_above_1_share_pct: 8.82
  syn_to_final_growth_pct: 12.6
job:
  warnings: 32
  maxCapViolations: 0
worst_hold_path:
  hold_path.class: "reg2out"
## Yosys cell counts (2+ instances only)
| master | instances | area [µm²] |
|---|---|---|
| or2_2 | 5 | 31.3 |
| nand3b_1 | 2 | 15.0 |
| o221ai_1 | 2 | 17.5 |
| a21o_1 | 3 | 22.5 |
| nor2_1 | 17 | 63.8 |
| or3_1 | 2 | 12.5 |
| and3_1 | 2 | 12.5 |
| o21ai_0 | 15 | 75.1 |
| clkbuf_1 | 10 | 37.5 |
| buf_1 | 2 | 7.51 |
| o21a_1 | 2 | 15.0 |
| nor3_1 | 8 | 40.0 |
| a211oi_1 | 5 | 37.5 |
| and2_1 | 2 | 12.5 |
| buf_4 | 16 | 120 |
| a2111oi_0 | 3 | 26.3 |
| nor2b_1 | 6 | 37.5 |
| nand3_1 | 5 | 25.0 |
| xor2_1 | 8 | 70.1 |
| nand2b_1 | 4 | 25.0 |
| nand2_1 | 22 | 82.6 |
| o22ai_1 | 3 | 18.8 |
| ha_1 | 7 | 87.6 |
| inv_1 | 7 | 26.3 |
| a21oi_1 | 14 | 70.1 |
| a21boi_0 | 3 | 22.5 |
| a31oi_1 | 4 | 25.0 |
| xnor2_1 | 18 | 158 |
| o211ai_4 | 2 | 42.5 |
| a22oi_1 | 3 | 22.5 |
## placed cells by master, fill, tap and decap left out, types with 5 or more instances in the layout
master            n
nand2_1          22
nand3_1           5
nor2_1           17
ha_1              7
or2_2             5
clkdlybuf4s50_1  20
nor3_1            8
a211oi_1          5
o21ai_0          15
xor2_1            8
a21oi_1          14
nor2b_1           6
xnor2_1          18
inv_1             7
conb_1           10
## power by group through the flow
stage / combinational [mW] / clock, mW / sequential, mW
CTS: 0.166 / 0 / 0.00527
global route: 0.187 / 0 / 0.00535
finish: 0.166 / 0 / 0.00526
## worst paths after layout
path,start,cells past startpoint,end
worst min-delay path,oled_color[9],1,oled_color[6]
worst max-delay path,pixel_index[11],18,oled_color[9]
## kinds of logic after synthesis
logic type,Yosys count,synth area share [%]
flops,1,1.23
buf+inv,37,12.3
compound gates,74,35.4
mux,3,2.68
fa+ha+maj,8,5.98
xor+xnor,26,13.9
simple gates,86,28.3
other cells,1,0.230
## layer usage
| layer | vias to the layer above | part of all wire (%) | track usage (%) |
|---|---|---|---|
| li1 | 853 | - | - |
| met1 | 730 | 53 | 11.0 |
| met2 | 35 | 43 | 10.8 |
| met3 | 0 | 3.4 | 0.241 |
| met4 | 0 | 0 | 0.191 |
| met5 | - | 0 | 0 |
## final cells by class
type / instances / area, µm² / area share, %
multi-input combinational: 207 / 1450 / 78.6
inverter: 8 / 30.0 / 1.63
timing repair buffer: 22 / 215 / 11.7
tap: 102 / 128 / 6.94
sequential: 1 / 20.0 / 1.09
## critical path, cell delays in order
cell and delay (ns):
clkdlybuf4s50_1 0.81, ha_1 0.36, nand2b_2 0.24, a2111oi_4 0.46
nor2_2 0.17, a221oi_4 0.33, o211ai_4 0.18, a21boi_0 0.21
mux2i_1 0.15, or2_2 0.34, xnor2_1 0.20, ha_1 0.28
xnor2_1 0.17, xnor2_1 0.13, o21ai_0 0.10, or3_1 0.35
a2111o_1 0.40, a211oi_2 0.20
## through the flow
step | total power, mW | instances | worst slack [ns] | util (%)
after floorplan | 0.139 | 245 | 2.44 | -
after global placement | 0.170 | 340 | 1.70 | 24.1
after detailed placement | 0.170 | 340 | 1.59 | 24.1
after CTS | 0.171 | 340 | 1.56 | 24.1
after global routing | 0.192 | 340 | 1.13 | 24.1
final | 0.171 | 340 | 1.55 | 24.1
Power figures rest on the tool's default switching activity, not on a simulated workload.
