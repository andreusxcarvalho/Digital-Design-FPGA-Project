==> flow/design.v <==
`timescale 1ns / 1ps
module quiz_mode(
    input basys3_clk,
    input my_clk_25m, 
    input my_clk_6p25m,   
    input quiz_reset,      
    input [15:0] sw,
    output [3:0] an,
    output [6:0] seg,
    input [12:0] pixel_index_p1,
    input [12:0] pixel_index_p2,
    output reg [15:0] oled_color_P1,
    output reg [15:0] oled_color_P2,
    output reg correct_status_p1,
    output reg correct_status_p2,
    input restart
    );
    wire [6:0] x_p1 = pixel_index_p1 % 96;   
    wire [5:0] y_p1 = pixel_index_p1 / 96;   
    wire [6:0] x_p2 = 95 - (pixel_index_p2 % 96);  
    wire [5:0] y_p2 = 63 - (pixel_index_p2 / 96);  
    function [15:0] calculate_color;
        input [7:0] user_input;            
        input [7:0] random_number;         
        reg [7:0] difference;
        reg [7:0] normalized_diff;
        reg [4:0] red_level;
        reg [5:0] green_level;
        begin
            difference = (user_input > random_number) ? (user_input - random_number) : (random_number - user_input);
            normalized_diff = (difference * 127) / 127;  
            red_level = (31 * normalized_diff) / 127;             
            green_level = (63 * (127 - normalized_diff)) / 127;   
            calculate_color = (red_level << 11) | (green_level << 5);
        end
    endfunction
    function [15:0] draw_digit;
        input [6:0] centre_x;   
        input [5:0] centre_y;   
        input [3:0] number;     
        input [6:0] x;          
        input [5:0] y;          
        input [15:0] current_color;
        reg [6:0] x_left, x_right, x_middle;   
        reg [5:0] y_top, y_middle, y_bottom;   
        reg [6:0] segment_active;              
        begin
            x_left   = centre_x - 10;   
            x_right  = centre_x + 9;    
            x_middle = centre_x - 7;    
            y_top    = centre_y - 20;   
            y_middle = centre_y - 2;    
            y_bottom = centre_y + 18;   
            case (number)
                4'd0: segment_active = 7'b1111110;   
                4'd1: segment_active = 7'b0110000;   
                4'd2: segment_active = 7'b1101101;   
                4'd3: segment_active = 7'b1111001;   
                4'd4: segment_active = 7'b0110011;   
                4'd5: segment_active = 7'b1011011;   
                4'd6: segment_active = 7'b1011111;   
                4'd7: segment_active = 7'b1110000;   
                4'd8: segment_active = 7'b1111111;   
                4'd9: segment_active = 7'b1111011;   
                default: segment_active = 7'b0000000;   
            endcase
            if (segment_active[6] && (x >= x_middle && x <= x_middle + 13 && y >= y_top && y <= y_top + 3)) begin
                draw_digit = current_color;   
            end else if (segment_active[5] && (x >= x_right && x <= x_right + 3 && y >= y_top && y <= y_middle)) begin
                draw_digit = current_color;   
            end else if (segment_active[4] && (x >= x_right && x <= x_right + 3 && y >= y_middle + 3 && y <= y_bottom)) begin
                draw_digit = current_color;   
            end else if (segment_active[3] && (x >= x_middle && x <= x_middle + 13 && y >= y_bottom && y <= y_bottom + 3)) begin
                draw_digit = current_color;   
            end else if (segment_active[2] && (x >= x_left && x <= x_left + 3 && y >= y_middle + 3 && y <= y_bottom)) begin
                draw_digit = current_color;   
            end else if (segment_active[1] && (x >= x_left && x <= x_left + 3 && y >= y_top && y <= y_middle)) begin
                draw_digit = current_color;   
            end else if (segment_active[0] && (x >= x_middle && x <= x_middle + 13 && y >= y_middle && y <= y_middle + 3)) begin
                draw_digit = current_color;   
            end else begin
                draw_digit = 16'b0000000000000000;   
            end
        end
    endfunction
    wire [7:0] random_number_out;
    random_number rng(
            .CLOCK(basys3_clk),
            .trigger(sw[15]),  
            .random_out(random_number_out)  
    );
    seven_segment_display display(
            .CLOCK(basys3_clk),
            .number(random_number_out),
            .an(an),
            .seg(seg)
    );
    wire [7:0] decimal_value_p1 = sw[6:0];
    wire [3:0] hundreds_p1 = (decimal_value_p1 / 100) % 10;
    wire [3:0] tens_p1 = (decimal_value_p1 / 10) % 10;
    wire [3:0] ones_p1 = decimal_value_p1 % 10;
    reg [15:0] current_color_p1;
    wire [7:0] decimal_value_p2 = sw[14:7];
    wire [3:0] hundreds_p2 = (decimal_value_p2 / 100) % 10;
    wire [3:0] tens_p2 = (decimal_value_p2 / 10) % 10;
    wire [3:0] ones_p2 = decimal_value_p2 % 10;
    reg [15:0] current_color_p2;
    always @(posedge my_clk_25m) begin
        if (quiz_reset) begin  
            correct_status_p1 = 0;
            correct_status_p2 = 0;
        end else begin  
            if (random_number_out == decimal_value_p1) begin
                correct_status_p1 = 1;
            end
            if (random_number_out == decimal_value_p2) begin
                correct_status_p2 = 1;
            end 
        end
        oled_color_P1 = 16'b0000000000000000;   
        oled_color_P2 = 16'b0000000000000000;   
        current_color_p1 = calculate_color(decimal_value_p1, random_number_out);
        current_color_p2 = calculate_color(decimal_value_p2, random_number_out);
        if (x_p1 <= 30) begin
            oled_color_P1 = draw_digit(16, 32, hundreds_p1, x_p1, y_p1, current_color_p1);   
        end else if (x_p1 >= 30 && x_p1 <= 60) begin
            oled_color_P1 = draw_digit(48, 32, tens_p1, x_p1, y_p1, current_color_p1);       
        end else if (x_p1 >= 60) begin
            oled_color_P1 = draw_digit(80, 32, ones_p1, x_p1, y_p1, current_color_p1);       
        end
        if (x_p2 <= 30) begin
            oled_color_P2 = draw_digit(16, 32, hundreds_p2, x_p2, y_p2, current_color_p2);   
        end else if (x_p2 >= 30 && x_p2 <= 60) begin
            oled_color_P2 = draw_digit(48, 32, tens_p2, x_p2, y_p2, current_color_p2);       
        end else if (x_p2 >= 60) begin
            oled_color_P2 = draw_digit(80, 32, ones_p2, x_p2, y_p2, current_color_p2);       
        end
    end
endmodule
`timescale 1ns / 1ps
module random_number(
    input CLOCK,                   
    input trigger,                 
    output reg [7:0] random_out     
    );
    reg [31:0] large_counter = 0;   
    reg done_random = 0;            
    reg previous_trigger = 0;       
    always @(posedge CLOCK) begin
        if (!done_random && (trigger != previous_trigger)) begin
            large_counter <= large_counter + 1234321;   
        end
        if (trigger != previous_trigger && !done_random) begin
            random_out <= (large_counter % 128 == 0) ? 8'd50 : large_counter % 128;
            done_random <= 1;                        
        end
        if (trigger == previous_trigger) begin
            done_random <= 0;                        
        end
        previous_trigger <= trigger;
    end
endmodule
`timescale 1ns / 1ps
module seven_segment_display(
    input CLOCK,                   
    input [7:0] number,            
    output reg [3:0] an,           
    output reg [6:0] seg           
);
    reg [19:0] refresh_counter = 0;   
    wire refresh_clk = refresh_counter[16];   
    reg [1:0] current_digit = 0;   
    reg [3:0] hundreds, tens, ones;
    always @(posedge CLOCK) begin
        refresh_counter <= refresh_counter + 1;
    end
    always @(*) begin
        hundreds = (number / 100) % 10;
        tens = (number / 10) % 10;
        ones = number % 10;
    end
    always @(posedge refresh_clk) begin
        an <= 4'b1111;
        seg <= 7'b1111111;   
        #1;   
        current_digit <= current_digit + 1;
        case (current_digit)
            2'b00: begin
                an <= 4'b0111;   
                seg <= encode_digit(hundreds);   
            end
            2'b01: begin
                an <= 4'b1011;   
                seg <= encode_digit(tens);   
            end
            2'b10: begin
                an <= 4'b1101;   
                seg <= encode_digit(ones);   
            end
            default: begin
                an <= 4'b1111;   
                seg <= 7'b1111111;   
            end
        endcase
    end
    function [6:0] encode_digit;
        input [3:0] digit;
        case (digit)
            4'd0: encode_digit = 7'b1000000;   
            4'd1: encode_digit = 7'b1111001;   
            4'd2: encode_digit = 7'b0100100;   
            4'd3: encode_digit = 7'b0110000;   
            4'd4: encode_digit = 7'b0011001;   
            4'd5: encode_digit = 7'b0010010;   
            4'd6: encode_digit = 7'b0000010;   
            4'd7: encode_digit = 7'b1111000;   
            4'd8: encode_digit = 7'b0000000;   
            4'd9: encode_digit = 7'b0010000;   
            default: encode_digit = 7'b1111111;   
        endcase
    endfunction
endmodule
==> flow/run.sh <==
#!/bin/bash
# OpenROAD 26Q1-2900-gdf79404cd8, Yosys 0.63+post, stock flow scripts
make -C /OpenROAD-flow-scripts/flow DESIGN_CONFIG=/design/flow/config.mk WORK_HOME=/design/flow/orfs finish
==> flow/config.mk <==
export PLATFORM = sky130hd
export DESIGN_NAME = quiz_mode
export DESIGN_NICKNAME = quiz_mode
export VERILOG_FILES = /design/flow/design.v
export SDC_FILE = /design/flow/constraint.sdc
export NUM_CORES = 4
export LEC_CHECK = 1
export CORE_UTILIZATION = 40
==> flow/constraint.sdc <==
current_design quiz_mode

set clk_period 2.7
set clk_io_pct 0.2

create_clock -name clk0 -period $clk_period [get_ports {basys3_clk}]
create_clock -name clk1 -period $clk_period [get_ports {my_clk_25m}]

set non_clock_inputs [all_inputs -no_clocks]
set_input_delay [expr $clk_period * $clk_io_pct] -clock clk0 $non_clock_inputs
set_output_delay [expr $clk_period * $clk_io_pct] -clock clk0 [all_outputs]
==> results.tsv <==
stage	metric	value	unit
outcome	outcome	finished with violations	
outcome	violations	setup timing	
sta	setup_ws	-19750	ps
worst_setup_path	startpoint	rng.random_out[0]	
logic_synthesis	netlist_instances	3472	
cells_and_area	seqCellArea	1520	sq um
sta	hold_ws	431	ps
floorplanning	die-width	253	um
hold_path	hp-class	reg -> reg	
worst_setup_path	path_common_cell	ha_4	
detailed_routing	vias	29900	
grt	grt_pass1_vias	28100	
worst_setup_path	endpoint_kind	flop	
place	post_dp_cell_area	37500	sq um
logic_synthesis	ff_type	dfxtp_1	
grt	grt_pass1_wl	129	mm
hold_path	hold_start	rng.previous_trigger	
sta	untimed_endpoints	22	
run	warning_count	143	
logic_synthesis	avgSynthCellArea	7.24	sq um
grt	grt.total_usage	24.3	%
detailed_routing	first_pass_iters	5	
worst_setup_path	crit_path_max_fanout	11	
cells_and_area	area_growth	64.1	%
detailed_routing	drt_iter0_markers	1312	
cts	cts_tree	yes	
logic_synthesis	synthArstFlopShare	0	%
place	dpl_worst_slack	-21100	ps
place	dp_hpwl	63.0	mm
cells_and_area	stdcell_area	41300	sq um
logic_synthesis	yosysTopAreaCell	ha_1	
logic_synthesis	yosysCellCount	3472	
place	gp_congestion	0.966	
sta	setup_viol	22	
logic_synthesis	yosys_area	25200	sq um
worst_setup_path	arrival	22620	ps
floorplanning	ioPinCount	92	
grt	antenna_found_initial	4	
sta	rsz0062_at_grt	yes	
floorplanning	die_area	63900	sq um
floorplanning	core	61900	sq um
logic_synthesis	postSynthSeqShare	6.05	%
logic_synthesis	synthesis.area	25200	sq um
detailed_routing	ant_nets	0	
detailed_routing	avgRoutedWirePerCell	13.6	um
grt	grt_max_degree	18	
logic_synthesis	top_cells_by_area	ha_1 14%, fa_1 8.9%, xnor2_1 5.5%	
logic_synthesis	ys_ff	69	
logic_synthesis	yosys.area.top_type_share	14.4	%
logic_synthesis	edf_count	14	
floorplanning	initial_utilization	40.6	%
run	cap_violations	0	
place	portBuffers	77	
worst_setup_path	r2r-start	rng.random_out[0]	
worst_setup_path	crit_path_start_kind	flop	
detailed_routing	vias_per_cell	5.19	
cts	clk_pin_slew	70	ps
cells_and_area	fillers	4865	
sta	final-hold-violation-count	0	
worst_setup_path	critPathMaxStageDelay	590	ps
cells_and_area	drive_gt1_share	41.8	%
sta	relSlewSlack	48.3	%
sta	unclocked_regs	12	
floorplanning	chipHeight	253	um
sta	drv_slew	0	
logic_synthesis	yosysWarnings	3	
logic_synthesis	top_cell	inv_1	
detailed_routing	drc_errors	0	
worst_setup_path	worstPathRequired	2870	ps
detailed_routing	wirelength	78.6	mm
cts	hold_buffers	0	
floorplanning	num_rows	91	
worst_setup_path	path_class	reg -> reg	
worst_setup_path	slowest_stage	fa_2	
sta	clock_skew	5.02	ps
cells_and_area	logic_area	25200	sq um
logic_synthesis	yosys-top-cells-count	351 x inv_1, 289 x ha_1, 287 x nand2_1	
grt	overflow	0	
sta	tightest_slew	766	ps
logic_synthesis	ys_types	117	
-- layout make-up --
| type | instances | share of cell area (%) |
|---|---|---|
| tap | 837 | 2.54 |
| sequential | 69 | 3.69 |
| multi-input combinational | 2955 | 61.0 |
| clock buffer | 10 | 0.503 |
| clock inverter | 2 | 0.0818 |
| inverter | 356 | 3.31 |
| antenna | 5 | 0.0303 |
| timing repair buffer | 1532 | 28.9 |
-- worst max-delay path, delay by kind of cell (launching register included) --
family                   cells  cell delay [ps]
AND/OR/NAND/NOR             27             6290
XOR/XNOR                     8             1080
AND-OR/OR-AND               38             7310
adder cells (fa/ha/maj)     16             5360
flip-flops                   1              410
buffers and inverters       16             1670
multiplexers                 1              180
-- per-stage QoR --
step / setup TNS [ps] / cells / utilization [%]
4_1_cts: -385460 / 5715 / 64.3
3_5_place_dp: -411920 / 5578 / 60.5
5_1_grt: -406720 / 5765 / 66.6
3_3_place_gp: -408770 / 5578 / 60.5
6_report: -386600 / 5766 / 66.6
2_1_floorplan: -397240 / 3483 / -
-- routing by layer --
layer	track usage (%)	routed length, um
met5	0	0
met4	4.29	1430
met3	1.82	2620
met2	39.6	35700
met1	36.0	38800
-- final timing paths --
kind | to | slack [ps] | cells past startpoint
max | oled_color_P2[5] | -19750 | 106
min | rng.done_random | 430 | 1
max reg2reg | oled_color_P2[5] | -19750 | 106
min reg2reg | rng.done_random | 430 | 1
max in group clk0 | correct_status_p2 | 980 | 1
min in group clk1 | correct_status_p1 | 520 | 2
-- placed cells by master, fill, tap and decap left out, types with 44 or more instances in the layout --
cell type	Yosys	routed
nor2_1	278	245
a21o_1	45	44
nor3_1	96	75
inv_1	351	320
mux2i_1	53	44
a21oi_2	5	48
nand2_1	287	273
o21ai_0	205	159
clkdlybuf4s50_1	0	69
nand3_1	113	97
a21oi_1	245	190
buf_4	14	1408
ha_1	289	250
xor2_1	82	69
o211ai_1	45	45
xnor2_1	158	138
dfxtp_1	55	55
fa_1	112	105
-- flip-flops by register name, summed over array words and instances (netlist names) --
name,flops
display.seg,7
display.an,3
rng.random_out,7
rng.large_counter,7
display.current_digit,2
correct_status_p2,1
correct_status_p1,1
rng.done_random,1
oled_color_P2,11
display.refresh_counter,17
rng.previous_trigger,1
oled_color_P1,11
-- cells by family after synthesis --
logic type	after synthesis	share of synthesized area [%]
other	2	0.0299
and+or+nand+nor	1190	24.0
muxes	67	2.74
buffers and inverters	459	7.24
AOI/OAI and AO/OA	1028	27.7
DFF	69	6.05
xor gates and xnor gates	241	8.42
adders and majority gates	416	23.9
-- timing repair --
action	CTS	global route
gates resized	240	257
gates cloned	0	0
setup buffers	131	60
endpoints found under the setup margin	22	22
pin swaps	210	178
hold endpoints to repair	0	0
