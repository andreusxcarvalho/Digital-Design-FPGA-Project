[flow/config.mk]
export PLATFORM = sky130hd
export DESIGN_NAME = gameover
export DESIGN_NICKNAME = gameover
export VERILOG_FILES = /design/flow/design.v
export SDC_FILE = /design/flow/constraint.sdc
export NUM_CORES = 4
export LEC_CHECK = 1
export CORE_UTILIZATION = 30
[flow/constraint.sdc]
current_design gameover

set clk_period 7.8
set clk_io_pct 0.2

create_clock -name clk0 -period $clk_period [get_ports {my_clk_25m}]

set non_clock_inputs [all_inputs -no_clocks]
set_input_delay [expr $clk_period * $clk_io_pct] -clock clk0 $non_clock_inputs
set_output_delay [expr $clk_period * $clk_io_pct] -clock clk0 [all_outputs]
[flow/design.v]
`timescale 1ns / 1ps
module gameover(
    input basys3_clk,
    input my_clk_25m,
    input [12:0] pixel_index_p1,
    input [12:0] pixel_index_p2,
    output reg [15:0] oled_color_P1,
    output reg [15:0] oled_color_P2,
    input [2:0] score1,
    input [2:0] score2
    );
    wire [6:0] x_p1 = pixel_index_p1 % 96;   
    wire [5:0] y_p1 = pixel_index_p1 / 96;   
    wire [6:0] x_p2 = 95 - (pixel_index_p2 % 96);  
    wire [5:0] y_p2 = 63 - (pixel_index_p2 / 96);  
    wire game_over_1;
    wire game_over_2;
    assign game_over_1 = 
            ((x_p1 >= 10 && x_p1 <= 17 && (y_p1 == 10 || y_p1 == 11)) ||  
             (x_p1 == 10 && (y_p1 >= 10 && y_p1 <= 23)) ||                
             (x_p1 >= 10 && x_p1 <= 17 && (y_p1 == 22 || y_p1 == 23)) ||  
             (x_p1 == 17 && (y_p1 >= 16 && y_p1 <= 23)) ||                
             (x_p1 >= 14 && x_p1 <= 17 && (y_p1 == 16 || y_p1 == 17))) ||
            ((x_p1 == 20 && (y_p1 >= 10 && y_p1 <= 23)) ||                
             (x_p1 == 24 && (y_p1 >= 10 && y_p1 <= 23)) ||                
             (x_p1 >= 21 && x_p1 <= 23 && (y_p1 == 16 || y_p1 == 17)) ||  
             (x_p1 >= 21 && x_p1 <= 23 && (y_p1 == 10 || y_p1 == 11))) ||
            ((x_p1 == 27 && (y_p1 >= 10 && y_p1 <= 23)) ||  
             (x_p1 == 31 && (y_p1 >= 10 && y_p1 <= 23)) ||  
             (x_p1 == 28 && y_p1 == 12) ||                  
             (x_p1 == 29 && y_p1 == 14) ||                  
             (x_p1 == 30 && y_p1 == 12)) ||                 
            ((x_p1 == 34 && (y_p1 >= 10 && y_p1 <= 23)) ||                
             (x_p1 >= 35 && x_p1 <= 41 && (y_p1 == 10 || y_p1 == 11)) ||  
             (x_p1 >= 35 && x_p1 <= 39 && (y_p1 == 16 || y_p1 == 17)) ||  
             (x_p1 >= 35 && x_p1 <= 41 && (y_p1 == 22 || y_p1 == 23))) ||
            ((x_p1 >= 46 && x_p1 <= 53 && (y_p1 == 10 || y_p1 == 11)) ||  
             (x_p1 == 46 && (y_p1 >= 10 && y_p1 <= 23)) ||                
             (x_p1 == 53 && (y_p1 >= 10 && y_p1 <= 23)) ||                
             (x_p1 >= 46 && x_p1 <= 53 && (y_p1 == 22 || y_p1 == 23))) ||
            ((x_p1 == 56 && (y_p1 >= 10 && y_p1 <= 19)) ||                 
             (x_p1 == 57 && (y_p1 >= 20 && y_p1 <= 21)) || 
             (x_p1 == 58 && (y_p1 >= 22 && y_p1 <= 23)) || 
             (x_p1 == 60 && (y_p1 >= 22 && y_p1 <= 23)) ||                 
             (x_p1 == 61 && (y_p1 >= 20 && y_p1 <= 21)) || 
             (x_p1 == 62 && (y_p1 >= 10 && y_p1 <= 19))) ||
            ((x_p1 == 66 && (y_p1 >= 10 && y_p1 <= 23)) ||                 
             (x_p1 >= 67 && x_p1 <= 73 && (y_p1 == 10 || y_p1 == 11)) ||   
             (x_p1 >= 67 && x_p1 <= 71 && (y_p1 == 16 || y_p1 == 17)) ||   
             (x_p1 >= 67 && x_p1 <= 73 && (y_p1 == 22 || y_p1 == 23))) ||
            ((x_p1 == 76 && (y_p1 >= 10 && y_p1 <= 23)) ||                 
             (x_p1 >= 77 && x_p1 <= 79 && (y_p1 == 10 || y_p1 == 11)) ||   
             (x_p1 == 80 && (y_p1 >= 12 && y_p1 <= 15)) ||                 
             (x_p1 >= 77 && x_p1 <= 79 && (y_p1 == 16 || y_p1 == 17)) ||   
             (x_p1 == 80 && (y_p1 == 18 || y_p1 == 19)) ||                 
             (x_p1 == 81 && (y_p1 == 20 || y_p1 == 21)) || 
             (x_p1 == 82 && (y_p1 == 22 || y_p1 == 23))); 
    assign game_over_2 = 
                     ((x_p2 >= 10 && x_p2 <= 17 && (y_p2 == 10 || y_p2 == 11)) ||  
                      (x_p2 == 10 && (y_p2 >= 10 && y_p2 <= 23)) ||                
                      (x_p2 >= 10 && x_p2 <= 17 && (y_p2 == 22 || y_p2 == 23)) ||  
                      (x_p2 == 17 && (y_p2 >= 16 && y_p2 <= 23)) ||                
                      (x_p2 >= 14 && x_p2 <= 17 && (y_p2 == 16 || y_p2 == 17))) ||
                     ((x_p2 == 20 && (y_p2 >= 10 && y_p2 <= 23)) ||                
                      (x_p2 == 24 && (y_p2 >= 10 && y_p2 <= 23)) ||                
                      (x_p2 >= 21 && x_p2 <= 23 && (y_p2 == 16 || y_p2 == 17)) ||  
                      (x_p2 >= 21 && x_p2 <= 23 && (y_p2 == 10 || y_p2 == 11))) ||
                     ((x_p2 == 27 && (y_p2 >= 10 && y_p2 <= 23)) ||  
                      (x_p2 == 31 && (y_p2 >= 10 && y_p2 <= 23)) ||  
                      (x_p2 == 28 && y_p2 == 12) ||                  
                      (x_p2 == 29 && y_p2 == 14) ||                  
                      (x_p2 == 30 && y_p2 == 12)) ||                 
                     ((x_p2 == 34 && (y_p2 >= 10 && y_p2 <= 23)) ||                
                      (x_p2 >= 35 && x_p2 <= 41 && (y_p2 == 10 || y_p2 == 11)) ||  
                      (x_p2 >= 35 && x_p2 <= 39 && (y_p2 == 16 || y_p2 == 17)) ||  
                      (x_p2 >= 35 && x_p2 <= 41 && (y_p2 == 22 || y_p2 == 23))) ||
                     ((x_p2 >= 46 && x_p2 <= 53 && (y_p2 == 10 || y_p2 == 11)) ||  
                      (x_p2 == 46 && (y_p2 >= 10 && y_p2 <= 23)) ||                
                      (x_p2 == 53 && (y_p2 >= 10 && y_p2 <= 23)) ||                
                      (x_p2 >= 46 && x_p2 <= 53 && (y_p2 == 22 || y_p2 == 23))) ||
                     ((x_p2 == 56 && (y_p2 >= 10 && y_p2 <= 19)) ||                 
                      (x_p2 == 57 && (y_p2 >= 20 && y_p2 <= 21)) || 
                      (x_p2 == 58 && (y_p2 >= 22 && y_p2 <= 23)) || 
                      (x_p2 == 60 && (y_p2 >= 22 && y_p2 <= 23)) ||                 
                      (x_p2 == 61 && (y_p2 >= 20 && y_p2 <= 21)) || 
                      (x_p2 == 62 && (y_p2 >= 10 && y_p2 <= 19))) ||
                     ((x_p2 == 66 && (y_p2 >= 10 && y_p2 <= 23)) ||                 
                      (x_p2 >= 67 && x_p2 <= 73 && (y_p2 == 10 || y_p2 == 11)) ||   
                      (x_p2 >= 67 && x_p2 <= 71 && (y_p2 == 16 || y_p2 == 17)) ||   
                      (x_p2 >= 67 && x_p2 <= 73 && (y_p2 == 22 || y_p2 == 23))) ||
                     ((x_p2 == 76 && (y_p2 >= 10 && y_p2 <= 23)) ||                 
                      (x_p2 >= 77 && x_p2 <= 79 && (y_p2 == 10 || y_p2 == 11)) ||   
                      (x_p2 == 80 && (y_p2 >= 12 && y_p2 <= 15)) ||                 
                      (x_p2 >= 77 && x_p2 <= 79 && (y_p2 == 16 || y_p2 == 17)) ||   
                      (x_p2 == 80 && (y_p2 == 18 || y_p2 == 19)) ||                 
                      (x_p2 == 81 && (y_p2 == 20 || y_p2 == 21)) || 
                      (x_p2 == 82 && (y_p2 == 22 || y_p2 == 23))); 
    always @(posedge my_clk_25m) begin
        if (score1 > score2) begin
            if (game_over_1) begin
                oled_color_P1 <= 16'h07E0; 
            end
            else begin
                oled_color_P1 <= 16'h0000; 
            end
            if (game_over_2) begin
                oled_color_P2 <= 16'hF800;  
            end
            else begin
                oled_color_P2 <= 16'h0000;
            end
        end
        else if (score1 < score2) begin
            if (game_over_1) begin
                oled_color_P1 <= 16'hF800; 
            end
            else begin
                oled_color_P1 <= 16'h0000;
            end
            if (game_over_2) begin
                oled_color_P2 <= 16'h07E0;  
            end
            else begin
                oled_color_P2 <= 16'h0000;
            end
        end else begin
            oled_color_P1 <= 16'h0000; 
            oled_color_P2 <= 16'h0000; 
        end
    end
endmodule
[flow/run.sh]
#!/bin/bash
# OpenROAD 26Q1-2900-gdf79404cd8, Yosys 0.63+post, stock flow scripts
make -C /OpenROAD-flow-scripts/flow DESIGN_CONFIG=/design/flow/config.mk WORK_HOME=/design/flow/orfs finish
==> design notes <==
The worst slack at placement was 846 ps; the register clock-pin slew on the reported worst setup and hold paths was 30 ps. The slew check shows that the tightest pin keeps a relative margin of 47.3%. The run gives 586 for the violation count after the first detailed-routing iteration. Looking at the clock tree report, the root buffer type is sky130_fd_sc_hd__clkbuf_16. The synthesized flop and latch total is 4. In this run the deepest clock path goes through 2 buffers. The final count of hold timing violations came out at 0.

In this run the standard cell core region covers 12200 um2. Sum of met3 wire segment lengths after detailed routing: 689 um. The share of the Yosys chip area taken by registers is 2.12%. Total power normalized to cell area comes to 102 nW/um2. The number of antenna violations at the first check in global routing is 0, and the total track usage is 16.1%.

The tools report the total of hold buffers inserted after clock tree synthesis as 0. Pin count of the biggest net entering global routing: 24. The post-route clock period utilization is 87.0%.

In this run the maximum-capacitance check reported violations numbering 0. The flow ran to the end, and the final reports show no timing, DRC or antenna violations. Nets still carrying antenna violations after routing amount to 0. In the post-synthesis netlist, the biggest area contributors are sky130_fd_sc_hd__buf_4, sky130_fd_sc_hd__a21oi_1, sky130_fd_sc_hd__nand2_1. The number of global-route vias before repair was 3660; the HPWL reported at the end of detailed placement was 7950 um. The run gives 1256 for the number of inserted filler cells in the final layout. With the vertical die size at 114 um, the amount of wire on met2 after detailed routing is 4790 um.

The library cell with the highest instance count after synthesis is sky130_fd_sc_hd__nand2_1. The share of synthesized area in the top cell type comes to 7.16%. Dominant register cell in the synthesized netlist: sky130_fd_sc_hd__dfxtp_1. The chip occupies 13000 um2.

Summed over all layers, the global routing overflow is 0. Synthesis handed over a netlist of 567 instances. The number of logged tool warnings is 29, and the share of the core filled with cells is 34.4%. The number of buffers inserted during clock tree synthesis came out at 3.

In this build the clock could be raised as far as 147 MHz. The first-pass GRT wire length is 17600 um, and the number of clock sinks seen by CTS is 4. The number of iterations in the first detailed-routing pass came out at 7. The post-route DRC violation count came out at 0. Class of the most critical hold timing path: input pin to flip-flop.

From synthesis to final layout, the design area changed by 10.9%. Setup repair after global routing left no endpoint under its margin. In this run the count of I/O pins placed on the die edge is 66. Per the timing report, the biggest fanout along the worst path comes to 23.

For this run, the final setup violation count is recorded as 0. Library cell with the largest summed area after synthesis: sky130_fd_sc_hd__buf_4. Before placement the cells fill 31.0% of the core. STA classifies the critical path startpoint as an input pin. The run gives 5.90 for the via count normalized by instance count. The analysis reports a worst IR drop on VDD of 0.0644 mV. The placement stage leaves a total instance area of 4110 um2. Time the final worst path needs with I/O delays and setup: 6790 ps. TritonCTS built the clock tree. The width of the chip is 114 um. The commonest cells after synthesis are sky130_fd_sc_hd__nand2_1, sky130_fd_sc_hd__nor2_1, sky130_fd_sc_hd__a21oi_1. Of the cells placed in the final design, the portion with a size suffix greater than 1 is 6.56%. The data required time at the worst endpoint came out at 7890 ps.

Per the Yosys statistics, synthesis produced 567 cells. With the final weighted congestion of routability-driven global placement at 0.993, the overall via count from detail_route is 4318. The maximum level of the CTS H-tree is 1. For this sky-water flow run, the detailed-routed wirelength per cell is reported as 14.4 um. According to the timing report, the arrival time at the worst endpoint equals 6880 ps. The fraction of registers with async set/reset is 0%. The run gives 0 ps for the sum of negative setup slack. The post-CTS repair timing setup buffer count was 0; the leakage dissipation was 1.46 nW. The final timing report lists a max-slew violation count of 0. The final setup slack of the worst path was 1010 ps; the row count was 40. As logged by OpenROAD, the buffers inserted on ports number 54. The run gives 0 for the number of gates resized after CTS.

The synthesized netlist has a Yosys-reported chip area of 3770 um2. Area of all placed cells without fillers: 4190 um2. The tally of unique sky130hd cells used after synthesis was 99. The synthesized netlist occupies a cell area of 3770 um2.

With the Yosys warning count at 1, the worst-margin pin slew is 782 ps. In the per-layer summary, the met1 wirelength comes to 4970 um. The post-synth count of flops with an enable pin is 0.

The critical path start-end classification is input pin to flip-flop. The number of antenna diodes was 0. The worst setup path is captured at a flip-flop. Wires add up to 10500 um. Topmost layer with routed signal wires: met4. The average instance in the mapped netlist occupies 6.66 um2.
worst max-delay path: stages:
cell and delay (ps):
sky130_fd_sc_hd__clkdlybuf4s50_1 390, sky130_fd_sc_hd__buf_4 200, sky130_fd_sc_hd__ha_1 380, sky130_fd_sc_hd__nand3b_2 210, sky130_fd_sc_hd__a21oi_1 100, sky130_fd_sc_hd__or3_1 460
sky130_fd_sc_hd__a2111oi_2 470, sky130_fd_sc_hd__o31ai_1 230, sky130_fd_sc_hd__o311a_1 450, sky130_fd_sc_hd__or2_1 330, sky130_fd_sc_hd__ha_1 600, sky130_fd_sc_hd__nor2_1 250
sky130_fd_sc_hd__nand2_1 130, sky130_fd_sc_hd__o22ai_1 70, sky130_fd_sc_hd__a21boi_0 130, sky130_fd_sc_hd__a211oi_1 240, sky130_fd_sc_hd__a22oi_1 90, sky130_fd_sc_hd__a2111oi_1 430
sky130_fd_sc_hd__a21oi_1 120
logic make-up after synthesis:
kind of cell / Yosys count / share of synthesized area [%]
fa+ha+maj: 10 / 3.25
xor+xnor: 9 / 2.09
other cells: 1 / 0.0993
mux: 12 / 3.25
compound gates: 200 / 39.7
flops: 4 / 2.12
buf+inv: 92 / 14.4
simple gates: 239 / 35.1
final timing paths:
check / startpoint / end / slack, ps / cells past startpoint
max: pixel_index_p2[12] / oled_color_P2[14] / 1010 / 19
min: score2[0] / oled_color_P2[14] / 2160 / 5
flip-flops by register name, indices dropped and copies added, names as in the netlist:
signal and flops:
oled_color_P1 2, oled_color_P2 2
final cells by class:
| cell class | count | area [um2] | area share, % |
|---|---|---|---|
| Sequential cell | 4 | 80.1 | 1.91 |
| Tap cell | 168 | 210 | 5.02 |
| Clock buffer | 3 | 75.1 | 1.79 |
| Timing Repair Buffer | 57 | 563 | 13.4 |
| Multi-Input combinational cell | 480 | 3180 | 76.0 |
| Inverter | 20 | 75.1 | 1.79 |
cell usage in the layout, fill, tap and decap left out, types with 5 or more instances in the layout:
cell | synthesis | routed
sky130_fd_sc_hd__clkdlybuf4s50_1 | 0 | 54
sky130_fd_sc_hd__nand2_1 | 51 | 51
sky130_fd_sc_hd__nor2_1 | 45 | 45
sky130_fd_sc_hd__a21oi_1 | 40 | 40
sky130_fd_sc_hd__o21ai_0 | 21 | 21
sky130_fd_sc_hd__nand3_1 | 18 | 18
sky130_fd_sc_hd__nor3_1 | 17 | 17
sky130_fd_sc_hd__inv_1 | 16 | 16
sky130_fd_sc_hd__a211oi_1 | 13 | 13
sky130_fd_sc_hd__nand2b_1 | 13 | 13
sky130_fd_sc_hd__nor2b_1 | 12 | 12
sky130_fd_sc_hd__a31oi_1 | 11 | 11
sky130_fd_sc_hd__mux2i_1 | 10 | 10
sky130_fd_sc_hd__nand4_1 | 10 | 10
sky130_fd_sc_hd__conb_1 | 1 | 10
sky130_fd_sc_hd__o31ai_1 | 9 | 9
sky130_fd_sc_hd__o22ai_1 | 9 | 9
sky130_fd_sc_hd__ha_1 | 9 | 9
sky130_fd_sc_hd__o211ai_1 | 8 | 8
sky130_fd_sc_hd__or3_1 | 8 | 8
sky130_fd_sc_hd__and3_1 | 8 | 8
sky130_fd_sc_hd__a211o_1 | 7 | 7
sky130_fd_sc_hd__nor4_1 | 7 | 7
sky130_fd_sc_hd__nand3b_1 | 6 | 6
sky130_fd_sc_hd__o21a_1 | 6 | 6
sky130_fd_sc_hd__nor3b_1 | 6 | 6
sky130_fd_sc_hd__xnor2_1 | 5 | 5
sky130_fd_sc_hd__a221oi_1 | 5 | 5
metal layers:
metal | GRT usage, % | up-vias
met4 | 2.34 | 0
met5 | 0 | -
li1 | - | 2149
met1 | 24.7 | 1979
met3 | 1.08 | 10
met2 | 25.0 | 180
metrics by stage:
stage | power (mW) | cells | hold slack, ps
after floorplan | 0.275 | 576 | 1860
after global placement | 0.343 | 729 | 2290
after detailed placement | 0.343 | 729 | 2290
after CTS | 0.424 | 732 | 2170
after global routing | 0.464 | 732 | 2210
final | 0.426 | 732 | 2160
where the power goes:
| group | total, mW | internal (mW) | switching, mW |
|---|---|---|---|
| clock network | 0.0779 | 0.0653 | 0.0126 |
| logic | 0.321 | 0.138 | 0.183 |
| registers | 0.0273 | 0.0236 | 0.00367 |
| total | 0.426 | 0.227 | 0.199 |
No activity file was given, so power comes from the tool's default toggle rates.
