==> design.v <==
`timescale 1ns / 1ps
module roundover(
    input basys3_clk,
    input my_clk_25m,
    input [12:0] pixel_index_p1,
    input [12:0] pixel_index_p2,
    output reg [15:0] oled_color_P1,
    output reg [15:0] oled_color_P2,
    input [1:0] green_block_count_p1,
    input [1:0] green_block_count_p2
    );
    wire [6:0] x_p1 = pixel_index_p1 % 96;   
    wire [5:0] y_p1 = pixel_index_p1 / 96;   
    wire [6:0] x_p2 = 95 - (pixel_index_p2 % 96);  
    wire [5:0] y_p2 = 63 - (pixel_index_p2 / 96);  
    wire round_over_1;
    wire round_over_2;
    assign round_over_1 = 
                ((x_p1 == 30 - 3 && (y_p1 >= 18 && y_p1 <= 31)) ||                   
                 (x_p1 >= 31 - 3 && x_p1 <= 36 - 3 && (y_p1 == 18 || y_p1 == 19)) ||        
                 (x_p1 == 37 - 3 && (y_p1 >= 20 && y_p1 <= 24)) ||                   
                 (x_p1 >= 31 - 3 && x_p1 <= 36 - 3 && (y_p1 == 25 || y_p1 == 26)) ||        
                 (x_p1 == 37 - 3 && (y_p1 == 27 || y_p1 == 28)) ||                   
                 (x_p1 == 38 - 3 && (y_p1 >= 29 && y_p1 <= 31))) ||                  
                ((x_p1 >= 40 - 3 && x_p1 <= 46 - 3 && (y_p1 == 18 || y_p1 == 19)) ||        
                 (x_p1 == 40 - 3 && (y_p1 >= 18 && y_p1 <= 31)) ||                   
                 (x_p1 == 46 - 3 && (y_p1 >= 18 && y_p1 <= 31)) ||                   
                 (x_p1 >= 40 - 3 && x_p1 <= 46 - 3 && (y_p1 == 30 || y_p1 == 31))) ||       
                ((x_p1 == 49 - 3 && (y_p1 >= 18 && y_p1 <= 31)) ||                   
                 (x_p1 == 55 - 3 && (y_p1 >= 18 && y_p1 <= 31)) ||                   
                 (x_p1 >= 50 - 3 && x_p1 <= 54 - 3 && (y_p1 == 30 || y_p1 == 31))) ||       
                ((x_p1 == 58 - 3 && (y_p1 >= 18 && y_p1 <= 31)) ||                   
                 (x_p1 == 64 - 3 && (y_p1 >= 18 && y_p1 <= 31)) ||                   
                 (x_p1 == 59 - 3 && y_p1 == 20) ||                                
                 (x_p1 == 60 - 3 && y_p1 == 22) || 
                 (x_p1 == 61 - 3 && y_p1 == 24) ||
                 (x_p1 == 62 - 3 && y_p1 == 26) || 
                 (x_p1 == 63 - 3 && y_p1 == 28)) ||
                ((x_p1 == 67 - 3 && (y_p1 >= 18 && y_p1 <= 31)) ||                   
                 (x_p1 >= 68 - 3 && x_p1 <= 73 - 3 && (y_p1 == 18 || y_p1 == 19)) ||        
                ((x_p1 == 73 - 3 || x_p1 == 74 - 3) && (y_p1 == 20)) ||    
                ((x_p1 == 74 - 3 || x_p1 == 75 - 3) && (y_p1 == 21)) ||  
                ((x_p1 == 75 - 3 || x_p1 == 76 - 3) && (y_p1 == 22)) ||   
                 (x_p1 == 76 - 3 && (y_p1 == 23)) ||   
                 (x_p1 == 76 - 3 && (y_p1 >= 23 && y_p1 <= 27)) ||   
                ((x_p1 == 75 - 3 || x_p1 == 76 - 3) && (y_p1 == 27)) ||  
                ((x_p1 == 74 - 3 || x_p1 == 75 - 3) && (y_p1 == 28)) ||  
                ((x_p1 == 73 - 3 || x_p1 == 74 - 3) && (y_p1 == 29)) ||  
                ((x_p1 == 73 - 3 || x_p1 == 72 - 3) && (y_p1 == 30)) ||  
                 (x_p1 >= 68 - 3 && x_p1 <= 73 - 3 && (y_p1 == 30 || y_p1 == 31))) ||       
                ((x_p1 >= 30 && x_p1 <= 35 && (y_p1 == 36 || y_p1 == 37)) ||        
                 (x_p1 == 30 && (y_p1 >= 36 && y_p1 <= 49)) ||                   
                 (x_p1 == 35 && (y_p1 >= 36 && y_p1 <= 49)) ||                   
                 (x_p1 >= 30 && x_p1 <= 35 && (y_p1 == 48 || y_p1 == 49))) ||       
                ((x_p1 == 38 && (y_p1 >= 36 && y_p1 <= 45)) ||                   
                 (x_p1 == 39 && (y_p1 == 46 || y_p1 == 47)) || 
                 (x_p1 == 40 && (y_p1 == 48 || y_p1 == 49)) || 
                 (x_p1 == 41 && (y_p1 == 48 || y_p1 == 49)) || 
                 (x_p1 == 42 && (y_p1 == 48 || y_p1 == 49)) || 
                 (x_p1 == 43 && (y_p1 == 48 || y_p1 == 49)) ||                   
                 (x_p1 == 44 && (y_p1 == 46 || y_p1 == 47)) ||                   
                 (x_p1 == 45 && (y_p1 >= 36 && y_p1 <= 45))) ||
                ((x_p1 == 49 && (y_p1 >= 36 && y_p1 <= 49)) ||                   
                 (x_p1 >= 50 && x_p1 <= 55 && (y_p1 == 36 || y_p1 == 37)) ||        
                 (x_p1 >= 50 && x_p1 <= 53 && (y_p1 == 42 || y_p1 == 43)) ||        
                 (x_p1 >= 50 && x_p1 <= 55 && (y_p1 == 48 || y_p1 == 49))) ||       
                ((x_p1 == 58 && (y_p1 >= 36 && y_p1 <= 49)) ||                   
                 (x_p1 >= 59 && x_p1 <= 64 && (y_p1 == 36 || y_p1 == 37)) ||        
                 (x_p1 == 63 && (y_p1 >= 38 && y_p1 <= 43)) ||                   
                 (x_p1 >= 59 && x_p1 <= 63 && (y_p1 == 44 || y_p1 == 45)) ||        
                 (x_p1 == 63 && (y_p1 == 46)) ||                   
                 (x_p1 == 64 && y_p1 == 47) ||
                 (x_p1 == 65 && y_p1 == 48) || 
                 (x_p1 == 66 && y_p1 == 49));
    assign round_over_2 = 
                             ((x_p2 == 30 - 3 && (y_p2 >= 18 && y_p2 <= 31)) ||                   
                              (x_p2 >= 31 - 3 && x_p2 <= 36 - 3 && (y_p2 == 18 || y_p2 == 19)) ||        
                              (x_p2 == 37 - 3 && (y_p2 >= 20 && y_p2 <= 24)) ||                   
                              (x_p2 >= 31 - 3 && x_p2 <= 36 - 3 && (y_p2 == 25 || y_p2 == 26)) ||        
                              (x_p2 == 37 - 3 && (y_p2 == 27 || y_p2 == 28)) ||                   
                              (x_p2 == 38 - 3 && (y_p2 >= 29 && y_p2 <= 31))) ||                  
                             ((x_p2 >= 40 - 3 && x_p2 <= 46 - 3 && (y_p2 == 18 || y_p2 == 19)) ||        
                              (x_p2 == 40 - 3 && (y_p2 >= 18 && y_p2 <= 31)) ||                   
                              (x_p2 == 46 - 3 && (y_p2 >= 18 && y_p2 <= 31)) ||                   
                              (x_p2 >= 40 - 3 && x_p2 <= 46 - 3 && (y_p2 == 30 || y_p2 == 31))) ||       
                             ((x_p2 == 49 - 3 && (y_p2 >= 18 && y_p2 <= 31)) ||                   
                              (x_p2 == 55 - 3 && (y_p2 >= 18 && y_p2 <= 31)) ||                   
                              (x_p2 >= 50 - 3 && x_p2 <= 54 - 3 && (y_p2 == 30 || y_p2 == 31))) ||       
                             ((x_p2 == 58 - 3 && (y_p2 >= 18 && y_p2 <= 31)) ||                   
                              (x_p2 == 64 - 3 && (y_p2 >= 18 && y_p2 <= 31)) ||                   
                              (x_p2 == 59 - 3 && y_p2 == 20) ||                                
                              (x_p2 == 60 - 3 && y_p2 == 22) || 
                              (x_p2 == 61 - 3 && y_p2 == 24) ||
                              (x_p2 == 62 - 3 && y_p2 == 26) || 
                              (x_p2 == 63 - 3 && y_p2 == 28)) ||
                             ((x_p2 == 67 - 3 && (y_p2 >= 18 && y_p2 <= 31)) ||                   
                              (x_p2 >= 68 - 3 && x_p2 <= 73 - 3 && (y_p2 == 18 || y_p2 == 19)) ||        
                             ((x_p2 == 73 - 3 || x_p2 == 74 - 3) && (y_p2 == 20)) ||    
                             ((x_p2 == 74 - 3 || x_p2 == 75 - 3) && (y_p2 == 21)) ||  
                             ((x_p2 == 75 - 3 || x_p2 == 76 - 3) && (y_p2 == 22)) ||   
                              (x_p2 == 76 - 3 && (y_p2 == 23)) ||   
                              (x_p2 == 76 - 3 && (y_p2 >= 23 && y_p2 <= 27)) ||   
                             ((x_p2 == 75 - 3 || x_p2 == 76 - 3) && (y_p2 == 27)) ||  
                             ((x_p2 == 74 - 3 || x_p2 == 75 - 3) && (y_p2 == 28)) ||  
                             ((x_p2 == 73 - 3 || x_p2 == 74 - 3) && (y_p2 == 29)) ||  
                             ((x_p2 == 73 - 3 || x_p2 == 72 - 3) && (y_p2 == 30)) ||  
                              (x_p2 >= 68 - 3 && x_p2 <= 73 - 3 && (y_p2 == 30 || y_p2 == 31))) ||       
                             ((x_p2 >= 30 && x_p2 <= 35 && (y_p2 == 36 || y_p2 == 37)) ||        
                              (x_p2 == 30 && (y_p2 >= 36 && y_p2 <= 49)) ||                   
                              (x_p2 == 35 && (y_p2 >= 36 && y_p2 <= 49)) ||                   
                              (x_p2 >= 30 && x_p2 <= 35 && (y_p2 == 48 || y_p2 == 49))) ||       
                             ((x_p2 == 38 && (y_p2 >= 36 && y_p2 <= 45)) ||                   
                              (x_p2 == 39 && (y_p2 == 46 || y_p2 == 47)) || 
                              (x_p2 == 40 && (y_p2 == 48 || y_p2 == 49)) || 
                              (x_p2 == 41 && (y_p2 == 48 || y_p2 == 49)) || 
                              (x_p2 == 42 && (y_p2 == 48 || y_p2 == 49)) || 
                              (x_p2 == 43 && (y_p2 == 48 || y_p2 == 49)) ||                   
                              (x_p2 == 44 && (y_p2 == 46 || y_p2 == 47)) ||                   
                              (x_p2 == 45 && (y_p2 >= 36 && y_p2 <= 45))) ||
                             ((x_p2 == 49 && (y_p2 >= 36 && y_p2 <= 49)) ||                   
                              (x_p2 >= 50 && x_p2 <= 55 && (y_p2 == 36 || y_p2 == 37)) ||        
                              (x_p2 >= 50 && x_p2 <= 53 && (y_p2 == 42 || y_p2 == 43)) ||        
                              (x_p2 >= 50 && x_p2 <= 55 && (y_p2 == 48 || y_p2 == 49))) ||       
                             ((x_p2 == 58 && (y_p2 >= 36 && y_p2 <= 49)) ||                   
                              (x_p2 >= 59 && x_p2 <= 64 && (y_p2 == 36 || y_p2 == 37)) ||        
                              (x_p2 == 63 && (y_p2 >= 38 && y_p2 <= 43)) ||                   
                              (x_p2 >= 59 && x_p2 <= 63 && (y_p2 == 44 || y_p2 == 45)) ||        
                              (x_p2 == 63 && (y_p2 == 46)) ||                   
                              (x_p2 == 64 && y_p2 == 47) ||
                              (x_p2 == 65 && y_p2 == 48) || 
                              (x_p2 == 66 && y_p2 == 49));
    always @(posedge my_clk_25m) begin
        if (round_over_1) begin
            if (green_block_count_p1 == 0) begin
                oled_color_P1 <= 16'b11111_000000_00000;  
            end
            else begin
                oled_color_P1 <= 16'b00000_111111_00000;  
            end
        end
        else begin
            oled_color_P1 <= 16'h0000; 
        end
        if (round_over_2) begin
            if (green_block_count_p2 == 0) begin
                oled_color_P2 <= 16'b11111_000000_00000;  
            end
            else begin
                oled_color_P2 <= 16'b00000_111111_00000;  
            end
        end
        else begin
            oled_color_P2 <= 16'h0000;
        end     
    end
endmodule
==> run.sh <==
#!/bin/bash
# OpenROAD 26Q1-2900-gdf79404cd8, Yosys 0.63+post, stock flow scripts
make -C /OpenROAD-flow-scripts/flow DESIGN_CONFIG=/design/flow/config.mk WORK_HOME=/design/flow/orfs finish
==> config.mk <==
export PLATFORM = sky130hd
export DESIGN_NAME = roundover
export DESIGN_NICKNAME = roundover
export VERILOG_FILES = /design/flow/design.v
export SDC_FILE = /design/flow/constraint.sdc
export NUM_CORES = 4
export LEC_CHECK = 1
export CORE_UTILIZATION = 40
==> constraint.sdc <==
current_design roundover

set clk_period 7.5
set clk_io_pct 0.2

create_clock -name clk0 -period $clk_period [get_ports {my_clk_25m}]

set non_clock_inputs [all_inputs -no_clocks]
set_input_delay [expr $clk_period * $clk_io_pct] -clock clk0 $non_clock_inputs
set_output_delay [expr $clk_period * $clk_io_pct] -clock clk0 [all_outputs]
==> flow_summary.ini <==
; generated from flow reports
[run_status]
status = finished clean

[layout]
synthToLayoutAreaGrowth_pct = 9.16
layout_top_cell = nor2_1
final_cells = 853
fill_cells = 1132
layout_top_cells = nor2_1, nand2_1, clkdlybuf4s50_1
comb_area_um2 = 3960
seqCellArea_um2 = 80.1
drive_gt1_frac = 0.0856

[cts]
post-cts-setup-buffer-count = 0
ctsHoldBuffers = 0
clockRootBuffer = clkbuf_16
cts_tree = done
htreeDepth = 1
cts_buffer_depth = 2
cts_resized = 0
cts_sinks = 4
cts_made_buffers = 3
clk_pin_slew_ns = 0.03

[hold_path]
hp-start = green_block_count_p2[0]
whs_path_depth = 3
holdPathEnd = oled_color_P2[10]
min_path_type = input port to register

[routing]
insertedDiodeCount = 0
drtIter0Drc = 565
vias = 5754
firstDrtPassIters = 7
drc_errors = 0
routedWlPerCell_um = 17.5
antenna_left = 0
detail_route.wirelength_um = 15000
avgViaCountPerCell = 6.75

[yosys]
synth_flop_count = 4
ys_area_um2 = 4600
synth.cell_area_um2 = 4600
async_flop_share = 0
syn_area_per_cell_um2 = 6.36
yosysWarnings = 1
yosys_cells = 724
edf_count = 0
synth.distinct_cells = 97
syn_inst = 724
synth_seq_share = 0.0174
ys.flop_type = dfxtp_1

[setup_path]
critPathSlowestCell = clkdlybuf4s50_1
critPathKind = input port to register
cpPeakStageDelay_ns = 0.65
worstPathArrival_ns = 6.87
worst_setup_path_end_kind = register
critical_path_buf_inv_count = 2
critPathMaxFanout = 15
required_ns = 7.59
crit_top_cell = a311o_1
path_cells = clkdlybuf4s50_1, or3b_1, a21oi_1, a311o_1, nor3_2, o21ai_1, nand2_4, o21ai_0, a221oi_1, nor2_1, inv_1, ha_1, nor2b_1, o21a_1, o21ai_0, a311o_1, o31ai_1, a32oi_1, o221a_2, mux2i_1, a311o_1, nor4_2, a21boi_1
crit_family = AND-OR/OR-AND gates
critPathLaunchType = input port

[pwr]
ir_drop_uv = 87.4
fin_total_pwr_mw = 0.518
p_leak_nw = 1.71
p_per_area_nw_per_um2 = 103

[place]
routabilityCongestion = 0.994
dp_hpwl_um = 11200
dp.cells = 850
io_buffers = 52

[run]
warnings = 29
cap_violations = 0

[sta]
setup_tns_ns = 0
setup_viol = 0
drv_slew = 0
hold_violations = 0
fin_crit_sh = 0.903
timing.final.crit_period_ns = 6.77
rsz0062_at_grt = false
tightest_slew_ns = 0.941
max_freq_ghz = 0.148
slew_headroom = 0.373
hold_slack_ns = 1.91

[floorplan]
die-area_um2 = 11900
fp_util = 0.417
core_um2 = 11000
fp.dieW_um = 109
die_y_um = 109
rows = 38
ios = 64

[global_route]
antenna_found_initial = 0
grt_remaining_overflow = 0
grt_pass1_vias = 4997
grt_max_degree = 24
grt_usage = 0.253
grt_pass1_wl_um = 24500
[kinds of logic after synthesis]
kind of cell,count (synthesis),share of synthesized area
AND/OR/NAND/NOR,310,0.362
other,1,0.000815
XOR/XNOR,10,0.0190
adder cells (fa/ha/maj),6,0.0163
buffers and inverters,115,0.129
flip-flops,4,0.0174
AND-OR/OR-AND,266,0.429
multiplexers,12,0.0266
[layout make-up]
class,count,share of cell area
inverters,24,0.0179
clock buffers,3,0.0149
flip-flops and latches,4,0.0159
well taps,140,0.0349
repair buffers,68,0.127
multi-input cells,614,0.789
[metrics by stage]
stage          setup WS (ns)  area (um2)   util
6_report               0.727        5020  0.456
4_1_cts                0.762        5020  0.456
3_5_place_dp           0.564        4950  0.449
5_1_grt                0.297        5020  0.456
3_3_place_gp           0.601        4950  0.449
2_1_floorplan           1.49        4640      -
[sequential cells by signal, summed over array words and instances, names as in the netlist]
| name | cells |
|---|---|
| oled_color_P1 | 2 |
| oled_color_P2 | 2 |
[synth_stat cells (all sizes together) (13+ instances only)]
library cell  instances  area [um2]
buf                  53         358
clkbuf               38         145
nand2                69         274
nand4                13        81.3
a211oi               13         103
a21oi                43         230
nor3                 24         141
nand3                32         160
a31oi                19         134
o21ai                47         246
nand2b               14        87.6
nor2                 70         270
inv                  21        78.8
o211ai               14         110
[worst max path at each step]
stage | start | endpoint | slack (ns) | cells past startpoint
5_1_grt | pixel_index_p2[10] | oled_color_P2[14] | 0.30 | 23
4_1_cts | pixel_index_p2[10] | oled_color_P2[14] | 0.76 | 23
6_report | pixel_index_p2[10] | oled_color_P2[14] | 0.73 | 23
[per-layer routing]
layer | vias up | wire length, um | track usage
li1 | 2747 | - | -
met1 | 2652 | 6500 | 0.363
met2 | 316 | 6790 | 0.405
met3 | 39 | 1260 | 0.0177
met4 | 0 | 413 | 0.0781
met5 | - | 0 | 0
[tightest hold or removal path, cell delays in order]
cell and delay [ns]:
clkdlybuf4s50_1 0.40, nor2_1 0.12, a21oi_1 0.05
[report_power, final]
group / internal, mW / leakage, nW / total (mW) / switching [mW]
Combinational: 0.155 / 1.64 / 0.410 / 0.255
Sequential: 0.0239 / 0.0325 / 0.0268 / 0.00295
Clock: 0.0679 / 0.0370 / 0.0810 / 0.0130
Total: 0.247 / 1.71 / 0.518 / 0.271
Power is estimated from default activity; no workload was simulated.
