<file path="flow/design.v">
module Oled_Display(clk, reset, frame_begin, sending_pixels,
  sample_pixel, pixel_index, pixel_data, cs, sdin, sclk, d_cn, resn, vccen,
  pmoden);
localparam Width = 96;
localparam Height = 64;
localparam PixelCount = Width * Height;
localparam PixelCountWidth = $clog2(PixelCount);
parameter ClkFreq = 6250000;  
input clk, reset;
output frame_begin, sending_pixels, sample_pixel;
output [PixelCountWidth-1:0] pixel_index;
input [15:0] pixel_data;
output cs, sdin, sclk, d_cn, resn, vccen, pmoden;
localparam FrameFreq = 60;
localparam FrameDiv = ClkFreq / FrameFreq;
localparam FrameDivWidth = $clog2(FrameDiv);
reg [FrameDivWidth-1:0] frame_counter;
assign frame_begin = frame_counter == 0;
localparam PowerDelay = 20;  
localparam ResetDelay = 3;  
localparam VccEnDelay = 20;  
localparam StartupCompleteDelay = 100;  
localparam MaxDelay = StartupCompleteDelay;
localparam MaxDelayCount = (ClkFreq * MaxDelay) / 1000;
reg [$clog2(MaxDelayCount)-1:0] delay;
localparam StateCount = 32;
localparam StateWidth = $clog2(StateCount);
localparam PowerUp = 5'b00000;
localparam Reset = 5'b00001;
localparam ReleaseReset = 5'b00011;
localparam EnableDriver = 5'b00010;
localparam DisplayOff = 5'b00110;
localparam SetRemapDisplayFormat = 5'b00111;
localparam SetStartLine = 5'b00101;
localparam SetOffset = 5'b00100;
localparam SetNormalDisplay = 5'b01100;
localparam SetMultiplexRatio = 5'b01101;
localparam SetMasterConfiguration = 5'b01111;
localparam DisablePowerSave = 5'b01110;
localparam SetPhaseAdjust = 5'b01010;
localparam SetDisplayClock = 5'b01011;
localparam SetSecondPrechargeA = 5'b01001;
localparam SetSecondPrechargeB = 5'b01000;
localparam SetSecondPrechargeC = 5'b11000;
localparam SetPrechargeLevel = 5'b11001;
localparam SetVCOMH = 5'b11011;
localparam SetMasterCurrent = 5'b11010;
localparam SetContrastA = 5'b11110;
localparam SetContrastB = 5'b11111;
localparam SetContrastC = 5'b11101;
localparam DisableScrolling = 5'b11100;
localparam ClearScreen = 5'b10100;
localparam VccEn = 5'b10101;
localparam DisplayOn = 5'b10111;
localparam PrepareNextFrame = 5'b10110;
localparam SetColAddress = 5'b10010;
localparam SetRowAddress = 5'b10011;
localparam WaitNextFrame = 5'b10001;
localparam SendPixel = 5'b10000;
assign sending_pixels = state == SendPixel;
assign resn = state != Reset;
assign d_cn = sending_pixels;
assign vccen = state == VccEn || state == DisplayOn ||
  state == PrepareNextFrame || state == SetColAddress ||
  state == SetRowAddress || state == WaitNextFrame || state == SendPixel;
assign pmoden = !reset;
reg [15:0] color;
reg [StateWidth-1:0] state;
wire [StateWidth-1:0] next_state = fsm_next_state(state, frame_begin, pixel_index);
function [StateWidth-1:0] fsm_next_state;
  input [StateWidth-1:0] state;
  input frame_begin;
  input [PixelCountWidth-1:0] pixels_remain;
  case (state)
    PowerUp: fsm_next_state = Reset;
    Reset: fsm_next_state = ReleaseReset;
    ReleaseReset: fsm_next_state = EnableDriver;
    EnableDriver: fsm_next_state = DisplayOff;
    DisplayOff: fsm_next_state = SetRemapDisplayFormat;
    SetRemapDisplayFormat: fsm_next_state = SetStartLine;
    SetStartLine: fsm_next_state = SetOffset;
    SetOffset: fsm_next_state = SetNormalDisplay;
    SetNormalDisplay: fsm_next_state = SetMultiplexRatio;
    SetMultiplexRatio: fsm_next_state = SetMasterConfiguration;
    SetMasterConfiguration: fsm_next_state = DisablePowerSave;
    DisablePowerSave: fsm_next_state = SetPhaseAdjust;
    SetPhaseAdjust: fsm_next_state = SetDisplayClock;
    SetDisplayClock: fsm_next_state = SetSecondPrechargeA;
    SetSecondPrechargeA: fsm_next_state = SetSecondPrechargeB;
    SetSecondPrechargeB: fsm_next_state = SetSecondPrechargeC;
    SetSecondPrechargeC: fsm_next_state = SetPrechargeLevel;
    SetPrechargeLevel: fsm_next_state = SetVCOMH;
    SetVCOMH: fsm_next_state = SetMasterCurrent;
    SetMasterCurrent: fsm_next_state = SetContrastA;
    SetContrastA: fsm_next_state = SetContrastB;
    SetContrastB: fsm_next_state = SetContrastC;
    SetContrastC: fsm_next_state = DisableScrolling;
    DisableScrolling: fsm_next_state = ClearScreen;
    ClearScreen: fsm_next_state = VccEn;
    VccEn: fsm_next_state = DisplayOn;
    DisplayOn: fsm_next_state = PrepareNextFrame;
    PrepareNextFrame: fsm_next_state = SetColAddress;
    SetColAddress: fsm_next_state = SetRowAddress;
    SetRowAddress: fsm_next_state = WaitNextFrame;
    WaitNextFrame: fsm_next_state = frame_begin ? SendPixel : WaitNextFrame;
    SendPixel: fsm_next_state = (pixel_index == PixelCount-1) ?
      PrepareNextFrame : SendPixel;
    default: fsm_next_state = PowerUp;
  endcase
endfunction
localparam SpiCommandMaxWidth = 40;
localparam SpiCommandBitCountWidth = $clog2(SpiCommandMaxWidth);
reg [SpiCommandBitCountWidth-1:0] spi_word_bit_count;
reg [SpiCommandMaxWidth-1:0] spi_word;
wire spi_busy = spi_word_bit_count != 0;
assign cs = !spi_busy;
assign sclk = clk | !spi_busy;
assign sdin = spi_word[SpiCommandMaxWidth-1] & spi_busy;
assign sample_pixel = (state == WaitNextFrame && frame_begin) ||
  (sending_pixels && frame_counter[3:0] == 0);
assign pixel_index = sending_pixels ?
  frame_counter[FrameDivWidth-1:$clog2(16)] : 0;
always @(negedge clk) begin
  if (reset) begin
    frame_counter <= 0;
    delay <= 0;
    state <= 0;
    spi_word <= 0;
    spi_word_bit_count <= 0;
  end else begin
    frame_counter <= (frame_counter == FrameDiv-1) ? 0 : frame_counter + 1;
    if (spi_word_bit_count > 1) begin
      spi_word_bit_count <= spi_word_bit_count - 1;
      spi_word <= {spi_word[SpiCommandMaxWidth-2:0], 1'b0};
    end else if (delay != 0) begin
      spi_word <= 0;
      spi_word_bit_count <= 0;
      delay <= delay - 1;
    end else begin
      state <= next_state;
      case (next_state)
        PowerUp: begin
          spi_word <= 0;
          spi_word_bit_count <= 0;
          delay <= (ClkFreq * PowerDelay) / 1000;
        end
        Reset: begin
          spi_word <= 0;
          spi_word_bit_count <= 0;
          delay <= (ClkFreq * ResetDelay) / 1000;
        end
        ReleaseReset: begin
          spi_word <= 0;
          spi_word_bit_count <= 0;
          delay <= (ClkFreq * ResetDelay) / 1000;
        end
        EnableDriver: begin
          spi_word <= {16'hFD12, {SpiCommandMaxWidth-16{1'b0}}};
          spi_word_bit_count <= 16;
          delay <= 1;
        end
        DisplayOff: begin
          spi_word <= {8'hAE, {SpiCommandMaxWidth-8{1'b0}}};
          spi_word_bit_count <= 8;
          delay <= 1;
        end
        SetRemapDisplayFormat: begin
          spi_word <= {16'hA072, {SpiCommandMaxWidth-16{1'b0}}};
          spi_word_bit_count <= 16;
          delay <= 1;
        end
        SetStartLine: begin
          spi_word <= {16'hA100, {SpiCommandMaxWidth-16{1'b0}}};
          spi_word_bit_count <= 16;
          delay <= 1;
        end
        SetOffset: begin
          spi_word <= {16'hA200, {SpiCommandMaxWidth-16{1'b0}}};
          spi_word_bit_count <= 16;
          delay <= 1;
        end
        SetNormalDisplay: begin
          spi_word <= {8'hA4, {SpiCommandMaxWidth-8{1'b0}}};
          spi_word_bit_count <= 8;
          delay <= 1;
        end
        SetMultiplexRatio: begin
          spi_word <= {16'hA83F, {SpiCommandMaxWidth-16{1'b0}}};
          spi_word_bit_count <= 16;
          delay <= 1;
        end
        SetMasterConfiguration: begin
          spi_word <= {16'hAD8E, {SpiCommandMaxWidth-16{1'b0}}};
          spi_word_bit_count <= 16;
          delay <= 1;
        end
        DisablePowerSave: begin
          spi_word <= {16'hB00B, {SpiCommandMaxWidth-16{1'b0}}};
          spi_word_bit_count <= 16;
          delay <= 1;
        end
        SetPhaseAdjust: begin
          spi_word <= {16'hB131, {SpiCommandMaxWidth-16{1'b0}}};
          spi_word_bit_count <= 16;
          delay <= 1;
        end
        SetDisplayClock: begin
          spi_word <= {16'hB3F0, {SpiCommandMaxWidth-16{1'b0}}};
          spi_word_bit_count <= 16;
          delay <= 1;
        end
        SetSecondPrechargeA: begin
          spi_word <= {16'h8A64, {SpiCommandMaxWidth-16{1'b0}}};
          spi_word_bit_count <= 16;
          delay <= 1;
        end
        SetSecondPrechargeB: begin
          spi_word <= {16'h8B78, {SpiCommandMaxWidth-16{1'b0}}};
          spi_word_bit_count <= 16;
          delay <= 1;
        end
        SetSecondPrechargeC: begin
          spi_word <= {16'h8C64, {SpiCommandMaxWidth-16{1'b0}}};
          spi_word_bit_count <= 16;
          delay <= 1;
        end
        SetPrechargeLevel: begin
          spi_word <= {16'hBB3A, {SpiCommandMaxWidth-16{1'b0}}};
          spi_word_bit_count <= 16;
          delay <= 1;
        end
        SetVCOMH: begin
          spi_word <= {16'hBE3E, {SpiCommandMaxWidth-16{1'b0}}};
          spi_word_bit_count <= 16;
          delay <= 1;
        end
        SetMasterCurrent: begin
          spi_word <= {16'h8706, {SpiCommandMaxWidth-16{1'b0}}};
          spi_word_bit_count <= 16;
          delay <= 1;
        end
        SetContrastA: begin
          spi_word <= {16'h8191, {SpiCommandMaxWidth-16{1'b0}}};
          spi_word_bit_count <= 16;
          delay <= 1;
        end
        SetContrastB: begin
          spi_word <= {16'h8250, {SpiCommandMaxWidth-16{1'b0}}};
          spi_word_bit_count <= 16;
          delay <= 1;
        end
        SetContrastC: begin
          spi_word <= {16'h837D, {SpiCommandMaxWidth-16{1'b0}}};
          spi_word_bit_count <= 16;
          delay <= 1;
        end
        DisableScrolling: begin
          spi_word <= {8'h25, {SpiCommandMaxWidth-8{1'b0}}};
          spi_word_bit_count <= 8;
          delay <= 1;
        end
        ClearScreen: begin
          spi_word <= {40'h2500005F3F, {SpiCommandMaxWidth-40{1'b0}}};
          spi_word_bit_count <= 40;
          delay <= 1;
        end
        VccEn: begin
          spi_word <= 0;
          spi_word_bit_count <= 0;
          delay <= (ClkFreq * VccEnDelay) / 1000;
        end
        DisplayOn: begin
          spi_word <= {8'hAF, {SpiCommandMaxWidth-8{1'b0}}};
          spi_word_bit_count <= 8;
          delay <= (ClkFreq * StartupCompleteDelay) / 1000;
        end
        PrepareNextFrame: begin
          spi_word <= 0;
          spi_word_bit_count <= 0;
          delay <= 1;
        end
        SetColAddress: begin
          spi_word <= {24'h15005F, {SpiCommandMaxWidth-24{1'b0}}};
          spi_word_bit_count <= 24;
          delay <= 1;
        end
        SetRowAddress: begin
          spi_word <= {24'h75003F, {SpiCommandMaxWidth-24{1'b0}}};
          spi_word_bit_count <= 24;
          delay <= 1;
        end
        WaitNextFrame: begin
          spi_word <= 0;
          spi_word_bit_count <= 0;
          delay <= 0;
        end
        SendPixel: begin
          spi_word <= {pixel_data, {SpiCommandMaxWidth-16{1'b0}}};
          spi_word_bit_count <= 16;
          delay <= 0;
        end
        default: begin
          spi_word <= 0;
          spi_word_bit_count <= 0;
          delay <= 0;
        end
      endcase
    end
  end
end
endmodule
</file>
<file path="flow/run.sh">
#!/bin/bash
# OpenROAD 26Q1-2900-gdf79404cd8, Yosys 0.63+post, stock flow scripts
make -C /OpenROAD-flow-scripts/flow DESIGN_CONFIG=/design/flow/config.mk WORK_HOME=/design/flow/orfs finish
</file>
<file path="flow/config.mk">
export PLATFORM = sky130hd
export DESIGN_NAME = Oled_Display
export DESIGN_NICKNAME = Oled_Display
export VERILOG_FILES = /design/flow/design.v
export SDC_FILE = /design/flow/constraint.sdc
export NUM_CORES = 4
export LEC_CHECK = 1
export CORE_UTILIZATION = 50
</file>
<file path="flow/constraint.sdc">
current_design Oled_Display

set clk_period 6.5
set clk_io_pct 0.2

create_clock -name clk0 -period $clk_period [get_ports {clk}]

set non_clock_inputs [all_inputs -no_clocks]
set_input_delay [expr $clk_period * $clk_io_pct] -clock clk0 $non_clock_inputs
set_output_delay [expr $clk_period * $clk_io_pct] -clock clk0 [all_outputs]
</file>
==> impl_metrics.py <==
# Physical implementation metrics
metrics = {
    "power": {
        "seqPwrFrac": 0.278,
        "p_sw_mw": 1.15,
        "power_frac_comb": 0.473,
        "pwr-share-clk": 0.249,
        "p_int_mw": 1.25,
        "powerDensity_mw_per_mm2": 328,
        "ir_drop_uv": 319,
        "p_total_mw": 2.40,
        "p_leak_nw": 3.41,
        "p_sw_frac": 0.479,
    },
    "synthesis": {
        "edf_count": 0,
        "ff_type": "dfxtp_1",
        "avgSynthCellArea_um2": 7.23,
        "synth_cell_types": 73,
        "yosysWarnings": 1,
        "netlist_area_mm2": 0.00557,
        "ys_sh_mux": 0.00718,
        "logic_family": "simple AND/OR/NAND/NOR gates",
        "postSynthCellCount": 771,
        "synth_flops": 88,
        "yosys_area_mm2": 0.00557,
        "synthAoiAreaFrac": 0.223,
        "xor_area_frac": 0.0611,
        "ys_async_sr_fraction": 0,
        "synthSimpleGateAreaFrac": 0.328,
        "ys_sh_adder": 0.0135,
        "ys_seq_frac": 0.316,
        "yosys_cells": 771,
    },
    "global_routing": {
        "grt_overflow": 0,
        "grt_pass1_vias": 5954,
        "grt_max_degree": 48,
        "grt_pass1_wl_um": 30100,
        "groute.usage.overall": 0.345,
        "antenna_found_initial": 0,
    },
    "critical_path": {
        "r2r_slack_ns": -0.05,
        "critPathArrivalTime_ns": 10.06,
        "required_ns": 10.01,
        "r2r_end": "delay[1]",
        "path_max_fanout": 6,
        "reg2reg_depth": 43,
        "cp-end-kind": "flop",
        "cp_slowest_cell": "dfxtp_1",
        "crit_type": "flop to flop",
        "crit_top_cell": "buf_4",
        "cp_slowest_stage_delay_ns": 0.40,
        "r2r_start": "frame_counter[6]",
        "startpoint_type": "flop",
    },
    "floorplan": {
        "die_x_um": 108,
        "fp.dieH_um": 108,
        "core_area_mm2": 0.0108,
        "dieArea_mm2": 0.0116,
        "num_rows": 38,
        "fp_util": 0.514,
        "io_pins": 41,
    },
    "clock_tree": {
        "clk_pin_slew_ns": 0.08,
        "ctsHoldBuffers": 0,
        "cts_max_path_buffers": 2,
        "htreeDepth": 3,
        "cts_tree": "done",
        "cts_root_buffer": "clkbuf_8",
        "cts_inserted_buffers": 9,
        "clk_latency_ns": 0.48,
    },
    "finish": {
        "syn_to_final_growth_pct": 30.9,
        "lay_top_cells": "inv_1, nand2_1, nor2_1, buf_4, dfxtp_1",
        "stdcell_count": 1086,
        "final_common_cell": "inv_1",
        "drive_above_1_share": 0.171,
        "fill_cells": 852,
    },
    "drt": {
        "vias_per_cell": 6.06,
        "first_pass_iters": 5,
        "drtIter0Drc": 659,
        "avgRoutedWirePerCell_um": 18.8,
        "drcViolationCount": 0,
        "antenna_left": 0,
        "drt-total-wl_um": 20400,
        "vias": 6580,
        "num_antenna_cells": 0,
    },
    "flow_run": {
        "warnings": 121,
        "drv_cap": 0,
    },
    "placed_design": {
        "hpwl_um": 12500,
        "io_buffers": 40,
        "dp.cells": 935,
        "dp_slack_ns": -0.0769,
        "gp_congestion": 0.979,
    },
    "hold_path": {
        "min-delay-path-class": "flop to flop",
        "hp-start": "spi_word[3]",
        "holdPathStages": 2,
        "hold_path_end": "spi_word[4]",
    },
    "final_timing": {
        "slew_headroom": 0.429,
        "fin_tns_setup_ns": -0.0802,
        "min_period_over_period": 1.01,
        "finClkSkew_ns": 0.0729,
        "tightest_slew_ns": 0.854,
        "slew_violations": 0,
        "finalHoldViolCount": 0,
        "finalSetupViolations": 5,
        "max_freq_ghz": 0.153,
        "timing.hold.ws_ns": 0.416,
        "period_needed_ns": 6.55,
        "rsz0062_at_grt": "true",
        "worst_slack_ns": -0.0489,
    },
    "run_status": {
        "run_status": "finished, violations left",
        "violations": "setup timing",
    },
}
## kinds of logic (layout without fill, tap and decap cells)
logic type / Yosys count / count (layout)
buf+inv: 73 / 248
flops: 88 / 88
fa+ha+maj: 6 / 6
xor+xnor: 35 / 35
simple gates: 366 / 366
compound gates: 199 / 199
mux: 4 / 4
## state kept, by name (all words and copies together), names as in the netlist
register,cells
frame_counter,17
state,5
spi_word,40
spi_word_bit_count,6
delay,20
## worst max path at each step
stage     slack [ns]  depth (start not counted)             end              from
6_report       -0.05                         43        delay[1]  frame_counter[6]
4_1_cts        0.002                          6  pixel_index[1]          state[2]
5_1_grt        -0.12                         43        delay[1]  frame_counter[6]
## worst max-delay path, delay by kind of cell (launching register included)
| family | cells | cell delay, ns |
|---|---|---|
| buffers and inverters | 36 | 4.53 |
| AND/OR/NAND/NOR | 3 | 0.80 |
| AND-OR/OR-AND | 4 | 0.60 |
| flip-flops | 1 | 0.40 |
## layer usage
metal	track usage	up-vias	wire (um)
li1	-	3114	-
met5	0	-	0
met1	0.510	3058	9060
met3	0.111	55	2080
met2	0.467	353	8600
met4	0.144	0	647
## cell usage after synthesis (3+ instances only)
cell      count  area share
a221oi_1      3      0.0047
a21oi_1      57       0.051
a22oi_1       8       0.011
nand3b_1      3      0.0040
and3_1       10       0.011
a211oi_1      7      0.0094
o31ai_1       7      0.0094
o22ai_1      10       0.011
a221o_1       3      0.0054
o21ai_0      56       0.050
or4_1         8       0.011
and2_1       15       0.017
nor2_1       85       0.057
a31oi_1       7      0.0079
nand2_1     102       0.069
buf_1         9      0.0061
xor2_1       16       0.025
nand3_1      38       0.034
xnor2_1      17       0.027
buf_2         4      0.0036
ha_1          6       0.013
o211ai_1      3      0.0040
nand2b_1      6      0.0067
mux2i_1       4      0.0072
nand4_1      10       0.011
a32oi_1       3      0.0047
a31o_2        3      0.0047
nor4_1       21       0.024
nor2b_1       9       0.010
inv_1        15       0.010
dfxtp_1      88        0.32
o21ai_1       3      0.0027
or3_1        10       0.011
clkbuf_1     42       0.028
or2_2         5      0.0056
nor3_1       30       0.027
o21bai_1      3      0.0040
## layout make-up
| cell class | count | area, um2 | share of cell area |
|---|---|---|---|
| timing repair buffer | 126 | 1080 | 0.149 |
| inverter | 16 | 60.1 | 0.00823 |
| multi-input combinational | 610 | 3680 | 0.505 |
| clock buffer | 10 | 134 | 0.0184 |
| sequential | 88 | 1780 | 0.244 |
| clock inverter | 96 | 377 | 0.0516 |
| tap | 140 | 175 | 0.0240 |
## power by group through the flow
stage	Clock (mW)	Sequential [mW]	Combinational (mW)
after global routing	0.686	0.674	1.22
final	0.597	0.666	1.13
after CTS	0.598	0.660	1.08
## per-stage QoR
stage | util | instance area (um2)
after global routing | 0.673 | 7290
after detailed placement | 0.575 | 6230
after CTS | 0.650 | 7040
final | 0.673 | 7290
after global placement | 0.575 | 6230
after floorplan | - | 5570
## timing repair
| action | in CTS | in global routing |
|---|---|---|
| cloned | 0 | 2 |
| setup buffers | 38 | 8 |
| gates resized | 14 | 54 |
| endpoints found under the setup margin | 14 | 46 |
| pin swaps | 4 | 9 |
Power and IR drop assume default switching activity.
