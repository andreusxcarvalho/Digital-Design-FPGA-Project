<file path="/design/flow/run.sh">
#!/bin/bash
# OpenROAD 26Q1-2900-gdf79404cd8, Yosys 0.63+post, stock flow scripts
make -C /OpenROAD-flow-scripts/flow DESIGN_CONFIG=/design/flow/config.mk WORK_HOME=/design/flow/orfs finish
</file>
<file path="/design/flow/config.mk">
export PLATFORM = sky130hd
export DESIGN_NAME = segment_display
export DESIGN_NICKNAME = segment_display
export VERILOG_FILES = /design/flow/design.v
export SDC_FILE = /design/flow/constraint.sdc
export NUM_CORES = 4
export LEC_CHECK = 1
export CORE_AREA = 10 10 75 75
export DIE_AREA = 0 0 85 85
</file>
<file path="/design/flow/constraint.sdc">
current_design segment_display

set clk_period 2.3
set clk_io_pct 0.2

create_clock -name clk0 -period $clk_period [get_ports {clk_1KHz}]

set non_clock_inputs [all_inputs -no_clocks]
set_input_delay [expr $clk_period * $clk_io_pct] -clock clk0 $non_clock_inputs
set_output_delay [expr $clk_period * $clk_io_pct] -clock clk0 [all_outputs]
</file>
<file path="/design/flow/design.v">
`timescale 1ns / 1ps
module segment_display(
input clk_1KHz,
input [3:0] state,  
output reg [3:0] an = 4'b1111,
output reg [6:0] seg = 7'b1111111
);
reg [2:0] step = 3'd1;  
always @ (posedge clk_1KHz)
begin   
    if (state == 4'b0000) 
    begin  
    case (step)
        3'd1: 
        begin  
            an <= 4'b0111;  
            seg <= 7'b1001111;  
            step <= step + 1;  
        end
        3'd2: 
        begin  
            an <= 4'b1011;  
            seg <= 7'b1000000;  
            step <= step + 1;  
        end     
        3'd3: begin  
            an <= 4'b1101;  
            seg <= 7'b1000111;  
            step <= step + 1;  
        end
        3'd4: 
        begin  
            an <= 4'b1110;  
            seg <= 7'b0000110;  
            step <= 3'd1;  
        end
    endcase
    end
else if (state == 4'b0001) 
begin  
    case (step)
        3'd1: begin  
            an <= 4'b0111;  
            seg <= 7'b0001001;  
            step <= step + 1;  
        end
        3'd2: begin  
            an <= 4'b1011;  
            seg <= 7'b1000000;  
            step <= step + 1;  
        end     
        3'd3: begin  
            an <= 4'b1101;  
            seg <= 7'b1000111;  
            step <= step + 1;  
        end
        3'd4: begin  
            an <= 4'b1110;  
            seg <= 7'b0001000;  
            step <= 3'd1;  
            end
    endcase  
end
else if (state == 4'b0110)  
begin  
    case (step)
        3'd1: begin  
            an <= 4'b0111;  
            seg <= 7'b1000000;  
            step <= step + 1;  
        end
        3'd2: begin  
            an <= 4'b1011;  
            seg <= 7'b1000001;  
            step <= step + 1;  
        end     
        3'd3: begin  
            an <= 4'b1101;  
            seg <= 7'b0000110;  
            step <= step + 1;  
        end
        3'd4: begin  
            an <= 4'b1110;  
            seg <= 7'b0101111;  
            step <= 3'd1;  
            end
    endcase
    end 
else
    begin
            an <= 4'b1111;         
            seg <= 7'b1111111;     
            step = 3'd1;    
    end 
end
endmodule
</file>
==> flow_metrics.tcl <==
# yosys + openroad results
set metrics [dict create \
    required_ns 2.17 \
    dp_hpwl_mm 1.22 \
    reg2reg_slack_ns 0.31 \
    drive_above_1_share_pct 5.68 \
    top_cell_area_share_pct 25.6 \
    yosys.area.top_type "edfxtp_1" \
    hold_ws_ns 0.514 \
    stdcell_count 138 \
    diodes 0 \
    ys_types 33 \
    io_pins 16 \
    slowest_delay_ns 0.69 \
    clk_pin_slew_ns 0.05 \
    start_kind "register" \
    postCtsSetupBuffers 0 \
    yosysWarnings 1 \
    crit_fanout 9 \
    postCtsHoldBufs 0 \
    grt_pass1_vias 593 \
    fmax_mhz 503 \
    clock_latency_ns 0.24 \
    status "finished clean" \
    max_cap_viol_count 0 \
    grt_use_total_pct 4.38 \
    ys_cells 71 \
    cts_sinks 13 \
    power_frac_clock_pct 36.9 \
    syn_area_um2 704 \
    gr-total-overflow 0 \
    slew_viol_final 0 \
    path_cells "inv_1 -> ha_1 -> nor3_1 -> o21ai_0" \
    lay_top_cells "clkdlybuf4s50_1 (15), dfxtp_1 (7), o21ai_0 (6), edfxtp_1 (6)" \
    p_leak_uw 0.000331 \
    postSynthCellCount 71 \
    fp_util_pct 17.4 \
    viasPerCell 4.41 \
    post-route-util_pct 23.5 \
    wl_met1_um 721 \
    std_cell_rows 23 \
    critPathKind "reg2reg" \
    clk_path_buf_depth 2 \
    worst-path-buf-inv 1 \
    crit_family "AND-OR/OR-AND gates" \
    die_area_um2 7230 \
    synth_area_per_cell_um2 9.92 \
    fin_setup_tns_ns 0 \
    tightest_slew_ns 0.858 \
    relSlewSlack_pct 42.2 \
    cts_tree "done" \
    ir_worst_vdd_mv 0.152 \
    ant_nets 0 \
    dr_wl_met2_um 724 \
    worstPathArrival_ns 1.86 \
    period_needed_ns 1.99 \
    grt_first_pass_wirelength_mm 2.74 \
    gp_congestion 0.831 \
    grt_max_degree 16 \
    topCellsByArea "edfxtp_1 (26%), dfxtp_1 (20%), ha_1 (7.1%)" \
    rsz0062_at_grt "no" \
    die_y_um 85 \
    end_kind "register" \
    dieWidth_um 85 \
    numSynthFlops 13 \
    wire_per_inst_um 11.8 \
    via_count 608 \
    hold_viol_final 0 \
    top_layer "met4" \
    dp_cells 134 \
    htreeDepth 1 \
    power_density_nw_per_um2 575 \
    post_cts_resize_count 0 \
    crit_slowest_cell "o21ai_0" \
    antenna_found_initial 0 \
    finalPower_uw 549 \
    cts_made_buffers 3 \
    routed_wl_mm 1.63 \
    hp-class "reg2reg" \
    core_um2 4060 \
    port_buffers 15 \
    finalCritPeriodShare_pct 86.4 \
    cts-root-buf "clkbuf_8" \
    dr.pass1.iters 4 \
    synth_seq_share_pct 45.5 \
    p_int_uw 421 \
    drt_iter0_drc 54 \
    p_seq_share_pct 47.4 \
    lay_top_count "clkdlybuf4s50_1" \
    p_sw_share_pct 23.3 \
    fin_skew_ns 0.00217 \
    drc 0 \
    setup-violations-final 0 \
    wl_met3_um 163 \
    power_frac_comb_pct 15.7 \
    log.warning_count 28 \
    power_switching_uw 128 \
    ys_area_um2 704 \
    area_growth_pct 35.5 \
]
[state kept, by name (all words and copies together), names as in the netlist]
register  cells
an            4
step          3
seg           6
[cells in the mapped netlist]
master,instances
or2_1,2
o211ai_1,5
o21bai_1,1
nor2b_1,1
nor2_1,3
nand4bb_1,1
or3_1,2
a211oi_1,1
and2_0,1
ha_1,4
a211oi_2,1
or4_1,1
nor4_1,1
o21ai_0,6
clkbuf_1,2
buf_4,1
a21o_1,1
a21oi_1,3
nand2b_1,1
edfxtp_1,6
nand2_1,1
dfxtp_1,7
o32ai_1,1
o211a_1,1
inv_1,5
o21a_1,2
o21ai_1,1
nand3b_1,1
or3b_1,1
nand3_1,3
o221ai_1,1
nor3_1,2
mux2i_1,1
[layout make-up]
type                    instances  area (µm²)
repair buffers                 16         158
fillers                       414        3100
multi-input cells              50         350
well taps                      50        62.6
inverters                       5        18.8
flip-flops and latches         13         320
clock buffers                   4        45.0
[metal layers]
metal,track usage (%),up-vias
li1,-,305
met5,0,-
met4,0.599,0
met1,5.44,284
met2,6.61,17
met3,2.50,2
[worst min-delay path, stage by stage (launching register included)]
cell and delay [ns]:
dfxtp_1 0.30, o21ai_0 0.07, o211ai_1 0.08
[final timing paths]
| check | startpoint | end | depth (start not counted) |
|---|---|---|---|
| max | step[0] | seg[0] | 4 |
| min | an[3] | an[3] | 2 |
| max reg2reg | step[0] | seg[0] | 4 |
| min reg2reg | an[3] | an[3] | 2 |
[power groups by stage]
stage	Combinational, µW	Sequential (µW)	Clock [µW]
CTS	86.7	260	212
global route	97.4	261	221
finish	86.2	260	203
[stage by stage]
stage	instance area [µm²]	worst slack [ns]
after detailed placement	910	0.143
final	955	0.312
after global routing	955	0.168
after global placement	910	0.149
after floorplan	704	0.512
after CTS	955	0.331
[logic make-up (layout without fill, tap and decap cells)]
logic type / count (synthesis) / after routing / synth area share, %
mux: 1 / 1 / 1.42
fa+ha+maj: 4 / 4 / 7.11
simple gates: 21 / 21 / 17.8
flops: 13 / 13 / 45.5
compound gates: 24 / 24 / 23.4
buf+inv: 8 / 25 / 4.80
